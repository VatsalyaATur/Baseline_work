[design/flow/config.mk]
export PLATFORM = sky130hd
export DESIGN_NAME = apb_clk_counter
export DESIGN_NICKNAME = apb_clk_counter
export VERILOG_FILES = /design/flow/design.v
export SDC_FILE = /design/flow/constraint.sdc
export NUM_CORES = 4
export LEC_CHECK = 1
export CORE_UTILIZATION = 50
[design/flow/constraint.sdc]
current_design apb_clk_counter

set clk_period 10.8
set clk_io_pct 0.2

create_clock -name clk0 -period $clk_period [get_ports {p_clk}]

set non_clock_inputs [all_inputs -no_clocks]
set_input_delay [expr $clk_period * $clk_io_pct] -clock clk0 $non_clock_inputs
set_output_delay [expr $clk_period * $clk_io_pct] -clock clk0 [all_outputs]
[design/flow/run.sh]
#!/bin/bash
# OpenROAD 26Q1-2900-gdf79404cd8, Yosys 0.63+post, stock flow scripts
make -C /OpenROAD-flow-scripts/flow DESIGN_CONFIG=/design/flow/config.mk WORK_HOME=/design/flow/orfs finish
[design/flow/design.v]
module apb_clk_counter (
    input   logic            p_clk,
    input   logic            prst_n,
    input   logic   [31:0]   p_addr,
    input   logic            p_sel,
    input   logic            p_en,
    input   logic            p_write,            
    input   logic   [31:0]   p_wrdata,
    output  logic            p_ready,
    output  logic   [31:0]   p_rdata,
    output  logic            p_slverr
);
logic           start;
logic           stop;
logic           overflow;
logic           status;       
logic   [31:0]  clk_count;    
assign p_slverr = 1'b0;
assign p_ready  = 1'b1;
always_ff @(posedge p_clk) begin 
        if ( clk_count == 32'h FFFF_FFFF ) begin 
             clk_count <= 0;
             overflow  <= 1'b1;
        end     
        else  begin
           clk_count <= clk_count +1;
           overflow  <= 1'b0;
        end
end            
always_ff @(posedge p_clk) begin
   clk_count  <= (start) ? clk_count + 1 : (stop) ? clk_count : 32'd0;
   if (~prst_n) begin
      status     <= 1'b1;
   end
   else begin 
      if (p_sel && p_en ) begin  
         if ( p_write ) begin   
            status     <= 1'b1;
            case (p_addr)
               32'h0   : start <= p_wrdata[0];
               32'h4   : stop  <= p_wrdata[0];
               default : begin end 
            endcase
         end
         else begin      
            status     <= 1'b0;
            case (p_addr)
               32'h8   : p_rdata  <= status;
               32'hC   : p_rdata  <= clk_count;
               32'h10  : p_rdata  <= overflow;
               default : begin end  
            endcase
         end
      end      
   end
end
endmodule    
==> flow_metrics.env <==
# implementation run metrics
export IMPL_outcome="stopped before the end"
export IMPL_halt_stage="1_2_yosys"
export IMPL_error="ERROR: Found 32 problems in 'check -assert'."
export IMPL_synth_seq_cells=100
export IMPL_yosys_area_um2=4320
export IMPL_part_of_the_yosys_area_used_for_sequential_elements_pct=61.6
export IMPL_synth_distinct_cells=41
export IMPL_edff_count_synth=66
export IMPL_ys_flop_type="sky130_fd_sc_hd__edfxtp_1"
export IMPL_yosysWarningCount=1
export IMPL_synth_async_reset_ratio_pct=0
export IMPL_yosys_cells=377
==> synthesized netlist by cell type, types with 2 or more instances <==
| cell | count | share of area (%) |
|---|---|---|
| sky130_fd_sc_hd__buf_2 | 7 | 0.81 |
| sky130_fd_sc_hd__inv_1 | 5 | 0.43 |
| sky130_fd_sc_hd__nor2b_1 | 4 | 0.58 |
| sky130_fd_sc_hd__buf_4 | 2 | 0.35 |
| sky130_fd_sc_hd__nand3_1 | 18 | 2.1 |
| sky130_fd_sc_hd__nand4b_1 | 2 | 0.41 |
| sky130_fd_sc_hd__xor2_1 | 6 | 1.2 |
| sky130_fd_sc_hd__nand2b_1 | 8 | 1.2 |
| sky130_fd_sc_hd__nand4_1 | 12 | 1.7 |
| sky130_fd_sc_hd__and2_1 | 36 | 5.2 |
| sky130_fd_sc_hd__xnor2_1 | 16 | 3.2 |
| sky130_fd_sc_hd__o31ai_1 | 4 | 0.69 |
| sky130_fd_sc_hd__nor3_1 | 8 | 0.93 |
| sky130_fd_sc_hd__and4_1 | 8 | 1.6 |
| sky130_fd_sc_hd__mux2i_1 | 9 | 2.1 |
| sky130_fd_sc_hd__nor2_1 | 27 | 2.3 |
| sky130_fd_sc_hd__or3_1 | 6 | 0.87 |
| sky130_fd_sc_hd__or4_1 | 6 | 1.0 |
| sky130_fd_sc_hd__dfxtp_1 | 34 | 16 |
| sky130_fd_sc_hd__clkbuf_1 | 11 | 0.96 |
| sky130_fd_sc_hd__and3_1 | 5 | 0.72 |
| sky130_fd_sc_hd__edfxtp_1 | 66 | 46 |
| sky130_fd_sc_hd__conb_1 | 2 | 0.17 |
| sky130_fd_sc_hd__o21ai_0 | 5 | 0.58 |
| sky130_fd_sc_hd__nor4_1 | 15 | 2.2 |
| sky130_fd_sc_hd__nand2_1 | 26 | 2.3 |
| sky130_fd_sc_hd__a21oi_1 | 15 | 1.7 |
==> kinds of logic after synthesis <==
logic type | after synthesis | synth area share, %
AOI/OAI and AO/OA | 30 | 4.14
xor gates and xnor gates | 22 | 4.46
adders and majority gates | 1 | 0.289
buffers and inverters | 28 | 2.84
DFF | 100 | 61.6
muxes | 9 | 2.08
other | 2 | 0.174
and+or+nand+nor | 185 | 24.4
